--- flow/constraint.sdc ---
current_design Controller

set clk_period 1.9
set clk_io_pct 0.2

create_clock -name clk0 -period $clk_period [get_ports {clk}]

set non_clock_inputs [all_inputs -no_clocks]
set_input_delay [expr $clk_period * $clk_io_pct] -clock clk0 $non_clock_inputs
set_output_delay [expr $clk_period * $clk_io_pct] -clock clk0 [all_outputs]
--- flow/config.mk ---
export PLATFORM = sky130hd
export DESIGN_NAME = Controller
export DESIGN_NICKNAME = Controller
export VERILOG_FILES = /design/flow/design.v
export SDC_FILE = /design/flow/constraint.sdc
export NUM_CORES = 4
export LEC_CHECK = 1
export CORE_AREA = 10 10 70 70
export DIE_AREA = 0 0 80 80
--- flow/run.sh ---
#!/bin/bash
# OpenROAD 26Q1-2900-gdf79404cd8, Yosys 0.63+post, stock flow scripts
make -C /OpenROAD-flow-scripts/flow DESIGN_CONFIG=/design/flow/config.mk WORK_HOME=/design/flow/orfs finish
--- flow/design.v ---
module Controller (clk, rst, start, pcInc, done, accAddressSel, PcOrTR, regOrMem, RegBOr0, RegAOr0, DiToCU, IrToCU,
    CznToCU, pcLoadEn, diLoadEn, accumulatorWriteEn, memoryWriteEn,
    irWriteEn, trWriteEn, bRegWriteEn, aRegWriteEn, aluOpControl, aluResWriteEn, ldCZN, CC);
    input [4:0] DiToCU;
    input [3:0] IrToCU;
    input [2:0] CznToCU;
    input clk, rst, start;
    output reg done, pcInc, PcOrTR, regOrMem, RegBOr0, RegAOr0, pcLoadEn, diLoadEn, accumulatorWriteEn,
      memoryWriteEn, irWriteEn, trWriteEn, bRegWriteEn, aRegWriteEn, aluResWriteEn, ldCZN , CC;
    output reg [1:0] aluOpControl, accAddressSel;
    reg[4:0] ps, ns;
    parameter[4:0]  IDLE = 0, START = 1, FETCH = 2, FETCH16ORNOT = 3,
      LDADDNACC = 4, CALC16 = 5, LDACC = 6, CALC = 7, LDADDINPC = 8, WRINACC = 9, WRRESINACCORMEM = 10;
    always @ ( ps, start, DiToCU, IrToCU, CznToCU ) begin
      ns <= ps;
      case(ps)
        IDLE: ns <= (start) ? START : ps;
        START: ns <= (!start) ? FETCH : ps;
        FETCH: ns <= FETCH16ORNOT;
        FETCH16ORNOT: begin
            if ((IrToCU[3] == 1'b0) | (IrToCU[3:1] == 3'b110)) begin
              ns <= LDADDNACC;
            end
            else if (IrToCU[3:1] == 3'b111) begin
              ns <= FETCH;
            end
            else begin
              ns <= LDACC;
            end
          end
        LDADDNACC: begin
            if (IrToCU[3:1] == 3'b110) begin
              ns <= LDADDINPC;
            end
            else begin
              ns <= CALC16;
            end
          end
        CALC16: ns <= WRRESINACCORMEM;
        WRRESINACCORMEM: ns <= FETCH;
        LDACC: ns <= CALC;
        CALC: ns <= WRINACC;
        LDADDINPC: ns <= FETCH;
        WRINACC: ns <= FETCH;
      endcase
    end
    always @ ( ps, start, DiToCU, IrToCU, CznToCU ) begin
    done <= 0; pcInc <= 0; PcOrTR <= 0; regOrMem <= 0;
    RegBOr0 <= 0; RegAOr0 <= 0;
    pcLoadEn <= 0; diLoadEn <= 0; accumulatorWriteEn <= 0;
    memoryWriteEn <= 0; irWriteEn <= 0; trWriteEn <= 0;
    bRegWriteEn <= 0; aRegWriteEn <= 0; aluResWriteEn <= 0;
    ldCZN <= 0; CC<=0;
    aluOpControl <= 2'b00; accAddressSel <= 2'b00;
    case (ps)
      IDLE: done <= 1;
      FETCH: begin PcOrTR <= 1; irWriteEn <= 1; pcInc <= 1; end
      FETCH16ORNOT: begin
          if((IrToCU[3] == 1'b0) | (IrToCU[3:1] == 3'b110)) begin
            trWriteEn <= 1; PcOrTR <= 1; pcInc <= 1;
          end
          else if (IrToCU[3:1] == 3'b111) begin
            diLoadEn <= 1;
          end
          else begin
            accAddressSel <= 2'b01; regOrMem <= 1; bRegWriteEn <= 1;
          end
        end
      LDACC: begin accAddressSel <= 2'b10; aRegWriteEn <= 1; end
      LDADDNACC: begin bRegWriteEn <= 1; aRegWriteEn <= 1; accAddressSel <= 2'b00; end
      CALC16: begin
          aluResWriteEn <= 1;
          case (IrToCU[3:1])
            3'b000: begin ldCZN <= 1; RegAOr0 <= 1; end
            3'b001: begin RegBOr0 <= 1; end
            3'b010: begin ldCZN <= 1; CC<=1; end
            3'b011: begin ldCZN <= 1; aluOpControl <= 2'b01; end
          endcase
        end
      WRRESINACCORMEM: begin
          case (IrToCU[3:1])
            3'b000: begin accumulatorWriteEn <= 1; end
            3'b001: begin memoryWriteEn <= 1; end
            3'b010: begin accumulatorWriteEn <= 1;  end
            3'b011: begin accumulatorWriteEn <= 1;  end
          endcase
        end
      CALC: begin
          aluResWriteEn <= 1;
          case (IrToCU[1:0])
            2'b00: begin RegBOr0 <= 1; end
            2'b01: begin ldCZN <= 1; CC<=1; end
            2'b10: begin ldCZN <= 1; aluOpControl <= 2'b01; end
            2'b11: begin ldCZN <= 1; aluOpControl <= 2'b10; end
          endcase
        end
      LDADDINPC: begin
          case (DiToCU[2:1])
            2'b00: pcLoadEn <= 1;
            2'b01: pcLoadEn <= CznToCU[2] == 1 ? 1 : 0;
            2'b10: pcLoadEn <= CznToCU[1] == 1 ? 1 : 0;
            2'b11: pcLoadEn <= CznToCU[0] == 1 ? 1 : 0;
          endcase
        end
      WRINACC: begin accAddressSel <= 2'b01; accumulatorWriteEn <= 1; end
    endcase
    end
    always @ ( posedge clk, posedge rst ) begin
      if (rst) begin
        ps <= IDLE;
      end
      else begin
        ps <= ns;
      end
    end
endmodule  
==> changes_impl.md <==
### Implementation results

* Status: completed
* Arrival @ worst endpoint at 1430 ps
* Crit-path max FO at 4
* Count of tool warnings at 28
* Clock Sinks at 11
* Cell Type Count at 27
* Min-Delay Path Depth at 0
* Minimum clock period at 1810 ps
* Worst Setup End Kind: primary output
* Max Cap Viol at 0
* Hold_ws at 391 ps
* Post-synthesis instance total at 55
* Post-DP HPWL at 1.40 mm
* Hold Crit Class: reg2reg
* Mapped Area at 552 sq um
* Top reg by flops: ps
* R2R cell count at 2
* # IOs at 36
* Die Ht at 80 microns
* Cell Rows at 21
* P&R area growth vs syn at 86.2%
* Place WS at -409 ps
* Pleak at 0.558 nW
* Final Hold Viols at 0
* Final worst-path cycle share at 0.953
* Synth Seq Share at 0.501
* Wirelength per Cell at 11.4 microns
* RSZ-0062 raised after global routing: no
* YS chip area at 552 sq um
* Global-route wire length before repair at 2.75 mm
* Slew @ Worst Pin at 400 ps
* Dpl cells at 140
* Pwr dens at 428 nW/um^2
* Critical Path Start Type: input port
* # port buffers at 32
* Die width at 80 microns
* Mapped Avg Cell Area at 10.0 sq um
* DRT antenna net count at 0
* Max frequency at 552 MHz
* Max_slew headroom at 0.733
* Vias/cell at 3.70
* WHS Endpoint: ps[10]
* Setup CP Type: in2out
* DIE AREA at 6400 sq um
* Top Layout Cells: 16 x clkdlybuf4s50_1, 13 x buf_4, 11 x dlygate4sd2_1, 10 x dfrtp_1, 5 x inv_1
* Most numerous logic cell after layout: clkdlybuf4s50_1
* Slew Limit Fails at 0
* DR iter-0 viols at 6
* Initial antenna violation count at 0
* Total Neg Setup Slack at 0 ps
* Biggest regs: ps: 11 flops
* Reg2Reg Setup Slack at 810 ps
* Reg2Reg Capture Point: ps[3]
* DR pass1 iterations at 4
* Hold Startpoint: ps[5]
* Clock skew at 2.46 ps
* Clock Path Buffers at 2
* GPL Wtd Cong at 0.749
* Share of cells above drive strength 1 at 0.257
* Core footprint at 3420 sq um
* Vias in the first global route at 594
* Max FFs per register at 11
* Total CTS buffers at 3
* Power Total at 440 uW
* CTS tree: built
* FF-to-FF Start: ps[1]
* Pre-Place Util at 0.162
* Clock latency (worst-skew pair) at 260 ps
* Syn. warnings at 1
* Filler cell count at 374
* GR Overflow Total at 0
* Residual DRC at 0
* Setup violations, final at 0
* Clock transition at path regs at 60 ps
* CTS Root Cell: clkbuf_4
* Yosys reg bits at 11
* PnR worst setup slack at 88.5 ps
* Ys cells at 55
* Total Wirelength at 1.68 mm
* Total number of vias at 544
* Worst VDD drop at 0.476 mV
* Final std cells w/o fill at 147
* Global Route Usage Sum at 0.0537
* Worst Path Required at 1520 ps
* CTS H-tree depth at 1
* Largest net degree at the start of global routing at 12
* Inserted Diodes at 0
-- timing repair --
item | CTS | global route
setup endpoints to repair | 16 | 5
hold buffers | 0 | 0
pin swaps | 7 | 1
gates resized | 22 | 3
buffers inserted | 2 | 1
-- synthesized netlist by cell type --
| cell type | count | area share |
|---|---|---|
| buf_4 | 2 | 0.027 |
| or2b_1 | 2 | 0.027 |
| nor2b_1 | 1 | 0.011 |
| or3b_1 | 1 | 0.016 |
| nand2_1 | 3 | 0.020 |
| a21boi_0 | 2 | 0.027 |
| or2_2 | 3 | 0.034 |
| nor3b_1 | 2 | 0.027 |
| inv_1 | 5 | 0.034 |
| clkbuf_1 | 1 | 0.0068 |
| o21a_1 | 2 | 0.027 |
| nor2_1 | 2 | 0.014 |
| o21ai_0 | 2 | 0.018 |
| and3_1 | 1 | 0.011 |
| mux2i_1 | 1 | 0.018 |
| nor3_1 | 1 | 0.0091 |
| nand2b_4 | 1 | 0.025 |
| o21ai_2 | 1 | 0.016 |
| nand3b_1 | 1 | 0.014 |
| nand3_1 | 1 | 0.0091 |
| dfrtp_1 | 10 | 0.45 |
| a2111oi_0 | 1 | 0.016 |
| dfstp_2 | 1 | 0.048 |
| o31ai_1 | 1 | 0.014 |
| nand2b_1 | 3 | 0.034 |
| a31o_2 | 1 | 0.016 |
| a21oi_1 | 3 | 0.027 |
-- area by class of cell --
type | count | area, sq um | share of cell area
flip-flops and latches | 11 | 277 | 0.269
repair buffers | 45 | 405 | 0.395
well taps | 46 | 57.6 | 0.0560
inverters | 5 | 18.8 | 0.0183
clock buffers | 4 | 26.3 | 0.0256
multi-input cells | 36 | 243 | 0.236
-- cells by family after synthesis --
| family | synth area share |
|---|---|
| simple gates | 0.252 |
| compound gates | 0.161 |
| flops | 0.501 |
| buf+inv | 0.0680 |
| mux | 0.0181 |
-- critical path: stages --
cell and delay [ps]:
clkdlybuf4s15_2 200, nand2b_1 140, a21boi_1 130, buf_4 130, clkdlybuf4s50_1 450
-- where the power goes --
group	internal, mW	switching [mW]	total (mW)
logic	0.0329	0.0214	0.0543
clock network	0.0811	0.0702	0.151
registers	0.234	0	0.234
-- metrics by stage --
step / utilization / instance area, sq um
finish: 0.301 / 1030
global route: 0.301 / 1030
CTS: 0.297 / 1010
detailed placement: 0.289 / 986
global placement: 0.289 / 986
floorplan: - / 552
-- per-layer routing --
layer / wire [microns] / GRT usage / up-vias
met5: 0 / 0 / -
met4: 10 / 0.00528 / 0
met3: 134 / 0.0284 / 2
met2: 784 / 0.0883 / 19
met1: 747 / 0.0626 / 243
li1: - / - / 280
-- worst max-delay path by stage --
stage	start	cells after the start	endpoint
after CTS	IrToCU[1]	4	accumulatorWriteEn
after global routing	ps[9]	4	regOrMem
final	IrToCU[1]	5	trWriteEn
Power figures rest on the tool's default switching activity, not on a simulated workload.
