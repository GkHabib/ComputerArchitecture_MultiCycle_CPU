$ cat design/flow/config.mk
export PLATFORM = sky130hd
export DESIGN_NAME = Accumulator
export DESIGN_NICKNAME = Accumulator
export VERILOG_FILES = /design/flow/design.v
export SDC_FILE = /design/flow/constraint.sdc
export NUM_CORES = 4
export LEC_CHECK = 1
export CORE_AREA = 10 10 105 105
export DIE_AREA = 0 0 115 115
$ cat design/flow/constraint.sdc
current_design Accumulator

set clk_period 2.0
set clk_io_pct 0.2

create_clock -name clk0 -period $clk_period [get_ports {clk}]

set non_clock_inputs [all_inputs -no_clocks]
set_input_delay [expr $clk_period * $clk_io_pct] -clock clk0 $non_clock_inputs
set_output_delay [expr $clk_period * $clk_io_pct] -clock clk0 [all_outputs]
$ cat design/flow/design.v
module Accumulator (clk, rst, inData, address, outData, writeEn);
  input clk, rst, writeEn;
  input [7:0] inData;
  input [1:0] address;
  output [7:0] outData;
  reg[7:0] regArr [3:0];
  always @ ( posedge clk, posedge rst ) begin
    if (rst) begin
      regArr[0] = 8'b00000000;
      regArr[1] = 8'b00000000;
      regArr[2] = 8'b00000000;
      regArr[3] = 8'b00000000;
    end
    else begin
      if (writeEn) begin
        regArr[address] <= inData;
      end
    end
  end
  assign outData = regArr[address];
endmodule  
$ cat design/flow/run.sh
#!/bin/bash
# OpenROAD 26Q1-2900-gdf79404cd8, Yosys 0.63+post, stock flow scripts
make -C /OpenROAD-flow-scripts/flow DESIGN_CONFIG=/design/flow/config.mk WORK_HOME=/design/flow/orfs finish
==> impl_metrics.yaml <==
# synthesis and place-and-route metrics
final_layout:
  fill_cells: 935
  top_regs: "regArr (32)"
  stdcell_area_sq_um: 1980
  layout-drive-gt1-share: 0.558
  fin_cells: 228
  largest_register: "regArr"
  largest_reg_flops: 32
  ff_latch_area_sq_um: 801
  final_cell_mix: "mux2_2 (32), dfrtp_1 (32), buf_4 (12)"
  areaGrowthSynthToFinish_pct: 39.3
  final_util: 0.226
  mi_logic_area_sq_um: 592
synth:
  ys_chip_area_sq_um: 1420
  synth.cell_area_sq_um: 1420
  synth-seq-cells: 32
  yosys.cell_types.count: 10
  synth_cells: 79
  ys_seq_share: 0.564
  synth.avg_cell_area_sq_um: 18.0
  ys_warn_count: 2
  yosysCellCount: 79
power:
  pwr-share-seq: 0.495
  p_comb_frac: 0.206
  peakVddDrop_mv: 0.406
  p_sw_frac: 0.223
  p_switching_mw: 0.371
  p_leak_nw: 0.869
  p_per_area_nw_per_um2: 843
  power_mw: 1.67
  p_clk_frac: 0.299
  p_int_mw: 1.29
final_timing:
  setup_viol: 0
  setup_slack_ps: 121
  skew_ps: 0
  setup_tns_ps: 0
  rsz0062_at_grt: "no"
  tightest_slew_ps: 408
  period_needed_ps: 1880
  finalHoldViolCount: 0
  period_used_share: 0.939
  fmax_mhz: 532
  max-slew-margin-rel: 0.728
  hold_ws_ps: 500
  finalMaxSlewViolations: 0
setup_path:
  crit_arrival_ps: 1480
  crit_path_max_fanout: 3
  worstPathRequired_ps: 1600
  worstSetupStartpointType: "input port"
  path_class: "input port to output pin"
  end_kind: "output pin"
  reg2reg_depth: 1
floorplan:
  fp_util: 0.162
  dieArea_sq_um: 13200
  core_area_sq_um: 8760
  ios: 21
  die_y_um: 115
  fp.dieW_um: 115
  num_rows: 34
clocking:
  htreeDepth: 2
  cts.clk_slew.worst_paths_ps: 60
  ctsHoldBuffers: 0
  cts.sinks: 32
  cts_buffers: 5
  clock_latency_ps: 280
  cts_tree: "done"
  cts_buffer_depth: 2
  cts_root_buf: "clkbuf_8"
drt:
  firstDrtPassIters: 4
  final_antenna_net_count: 0
  diodes: 0
  wl_um: 3000
  drc_errors: 0
  wl_per_cell_um: 13.1
  vias: 846
  drtIter0Drc: 10
  vias_per_cell: 3.71
global_routing:
  grt_pass1_vias: 971
  grt_pass1_wl_um: 5090
  use_met3: 0.0248
  busiest_layer: "met2"
  grt_start_max_net_pins: 33
  grtUsageMet2: 0.0713
  antenna_found_initial: 0
  grt_use_total: 0.0485
  met1_usage: 0.0643
  overflow: 0
flow_run:
  warning_count: 26
  maxCapViolations: 0
run_status:
  status: "finished clean"
placement:
  dp_slack_ps: -434
  dp.cells: 213
  io_buffers: 20
  dpl_cell_area_sq_um: 1810
  dp_hpwl_um: 2090
  routabilityCongestion: 0.714
min_path:
  whs_path_depth: 1
  min_path_type: "flop to flop"
==> critical path, stage by stage <==
cell and delay (ps):
buf_2 160, buf_12 120, buf_4 130, mux4_2 500, dlymetal6s2s_1 160
==> area by class of cell <==
cell class	instances	area share
multi-input cells	44	0.299
flip-flops and latches	32	0.405
repair buffers	35	0.180
inverters	1	0.00190
well taps	108	0.0684
clock buffers	8	0.0456
==> power by group through the flow <==
stage / clock network (mW) / logic, mW / registers [mW]
CTS: 0.520 / 0.361 / 0.824
global route: 0.547 / 0.384 / 0.844
finish: 0.498 / 0.343 / 0.825
==> per-layer routing <==
| metal | vias to the layer above | share of wire |
|---|---|---|
| met5 | - | 0 |
| met4 | 0 | 0.010 |
| met3 | 5 | 0.091 |
| met2 | 31 | 0.46 |
| met1 | 431 | 0.44 |
| li1 | 379 | - |
==> final timing paths <==
kind	start	to	slack, ps
min in group asynchronous	rst	regArr[0][3]	510
min reg2reg	regArr[2][4]	regArr[2][4]	500
max reg2reg	regArr[0][0]	regArr[0][0]	1240
max in group asynchronous	rst	regArr[2][4]	1190
max	address[0]	outData[7]	120
min	regArr[2][4]	regArr[2][4]	500
==> synthesized netlist by cell type <==
library cell | number | area [sq um]
nand3_2 | 1 | 10.0
buf_6 | 1 | 11.3
nand3b_2 | 2 | 22.5
inv_1 | 1 | 3.75
mux2_2 | 32 | 360
nor3b_4 | 1 | 18.8
mux4_2 | 7 | 158
mux4_1 | 1 | 26.3
dfrtp_1 | 32 | 801
buf_4 | 1 | 7.51
==> logic make-up (layout without fill, tap and decap cells) <==
logic type	Yosys count	count (layout)	share of synthesized area
buffers and inverters	3	44	0.0159
and+or+nand+nor	4	4	0.0362
muxes	40	40	0.384
DFF	32	32	0.564
==> repair_timing <==
action                                  CTS  global route
buffers inserted                          0             6
gates resized                             5            13
endpoints found under the setup margin    8             8
gates cloned                              1             0
pin swaps                                 0             0
Power figures rest on the tool's default switching activity, not on a simulated workload.
