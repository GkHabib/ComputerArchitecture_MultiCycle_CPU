`design/flow/run.sh`:
```
#!/bin/bash
# OpenROAD 26Q1-2900-gdf79404cd8, Yosys 0.63+post, stock flow scripts
make -C /OpenROAD-flow-scripts/flow DESIGN_CONFIG=/design/flow/config.mk WORK_HOME=/design/flow/orfs finish
```
`design/flow/config.mk`:
```
export PLATFORM = sky130hd
export DESIGN_NAME = PC
export DESIGN_NICKNAME = PC
export VERILOG_FILES = /design/flow/design.v
export SDC_FILE = /design/flow/constraint.sdc
export NUM_CORES = 4
export LEC_CHECK = 1
export CORE_AREA = 10 10 76 76
export DIE_AREA = 0 0 86 86
```
`design/flow/constraint.sdc`:
```
current_design PC

set clk_period 3.2
set clk_io_pct 0.2

create_clock -name clk0 -period $clk_period [get_ports {clk}]

set non_clock_inputs [all_inputs -no_clocks]
set_input_delay [expr $clk_period * $clk_io_pct] -clock clk0 $non_clock_inputs
set_output_delay [expr $clk_period * $clk_io_pct] -clock clk0 [all_outputs]
```
`design/flow/design.v`:
```
module PC (clk, rst, inData, outData, inc, loadEn);
  input clk, rst;
  input [12:0] inData;
  output reg [12:0] outData;
  input inc, loadEn;
  always @ (posedge clk, posedge rst) begin
    if(rst) begin
      outData <= 8'b0;
    end
    else begin
      if(loadEn) begin
        outData <= inData;
      end
      else begin
          if(inc) begin
            outData = outData + 1;
          end
      end
    end
  end
endmodule  
```
==> flow_summary_export.csv <==
group,metric,value,unit
timing,whs,0.590,ns
cells_and_area,top_register,"outData",
cells_and_area,largest_reg_flops,13,
clocking,root_buffer,"clkbuf_8",
clocking,cts_tree,"done",
power_and_ir_drop,leakagePower,0.426,nW
timing,hold_viol_final,0,
worst_setup_path,startpoint_type,"primary input",
power_and_ir_drop,ir_worst_vdd,133,uV
placed_design,dp_cells,158,
job,cap_violations,0,
floorplan,num_io_pins,30,
timing,fmax,0.459,GHz
logic_synthesis,synthCells,84,
route,drc,0,
route,vias,762,
global_route,antenna_found_initial,0,
timing,clock_skew,0.00152,ns
clocking,cts_resized,0,
logic_synthesis,syn_avg_cell_area,9.41,um^2
worst_setup_path,crit_chain,"clkdlybuf4s50_1 > or3b_1 > or4_1 > nand3_1",
logic_synthesis,netlist_area,791,um^2
worst_setup_path,rrSetupSlack,1.55,ns
placed_design,gp_congestion,0.755,
logic_synthesis,synth.distinct_cells,30,
worst_setup_path,crit_fanout,21,
power_and_ir_drop,power_density,405,nW/um^2
placed_design,place_ws,0.768,ns
route,wl,2.24,mm
clocking,htree_levels,1,
timing,fin_ws,1.02,ns
route,drt_first_pass_iters,4,
worst_setup_path,cp_top_family,"simple AND/OR/NAND/NOR gates",
worst_setup_path,cp.required,3.38,ns
floorplan,rows,23,
global_route,grt_usage,0.0624,
clocking,holdBufCountCts,0,
route,antenna_cells,0,
route,wire_per_inst,13.8,um
cells_and_area,syn_to_final_growth,46.5,%
timing,worst_pin_slew,0.644,ns
timing,slew_viol_final,0,
placed_design,placed_cell_area,1110,um^2
timing,rsz0062_at_grt,"no",
floorplan,initCoreUtil,0.192,
job,warnings,25,
timing,timing.setup.tns,0,ns
clocking,cts_buffers,3,
logic_synthesis,ys_area,791,um^2
worst_setup_path,path_buffers,1,
timing,relSlewSlack,0.570,
clocking,clock_path_buffers,2,
placed_design,io_buffer_count,29,
cells_and_area,layout-drive-gt1-share,0.0625,
clocking,postCtsSetupRepairBufs,0,
worst_setup_path,critical_path_class,"primary input to register",
global_route,overflow,0,
timing,setup_viol,0,
placed_design,dp_hpwl,1.68,mm
timing,finalCritPeriodShare,0.681,
worst_setup_path,end_kind,"register",
logic_synthesis,ys_warn_count,1,
floorplan,fp.dieH,86,um
timing,fin_crit,2.18,ns
floorplan,die_area,7400,um^2
cells_and_area,top_regs,"outData: 13 flops",
worst_setup_path,cp.arrival,2.36,ns
clocking,clkSinkCount,13,
status,run_status,"finished, final reports clean",
floorplan,die_width,86,um
clocking,clock_latency,0.24,ns
worst_setup_path,max_stage_delay,0.74,ns
logic_synthesis,yosys-stat-cells,84,
route,ant_nets,0,
clocking,clk_transition_reported_paths,0.06,ns
logic_synthesis,numSynthFlops,13,
route,viasPerCell,4.70,
worst_setup_path,crit_slowest_cell,"clkdlybuf4s50_1",
cells_and_area,final_area,1160,um^2
route,drtIter0Drc,54,
global_route,grt_max_degree,22,
floorplan,design.core.area,4120,um^2
logic_synthesis,synth_seq_share,0.411,
worst_hold_path,hp-class,"register to register",
cells_and_area,fin_cells,162,
global_route,grt_pass1_vias,761,
global_route,grt_pass1_wl,3.80,mm
==> cells in the mapped netlist (all sizes together) <==
cell type	n	area (um^2)
nand4	5	58.8
inv	2	7.51
mux2	1	11.3
nand3b	1	7.51
or4	6	45.0
nor3b	1	7.51
o21ai	6	30.0
nor3	1	5.00
nor2b	1	6.26
xnor2	2	17.5
or3b	1	8.76
xor2	2	17.5
clkbuf	3	11.3
ha	1	12.5
o31ai	2	15.0
o211ai	4	30.0
nor2	3	11.3
nand4bb	1	11.3
mux2i	1	10.0
a221oi	1	8.76
nand3	7	35.0
and2	1	6.26
nand2	11	41.3
or3	1	6.26
buf	2	18.8
a31oi	4	25.0
dfrtp	13	325
==> power by group <==
part	internal (mW)	switching [mW]
combinational	0.0720	0.0369
clock	0.0879	0.0583
sequential	0.183	0.0315
==> stage by stage <==
step	util	total power, mW
2_1_floorplan	-	0.257
3_3_place_gp	0.271	0.326
3_5_place_dp	0.271	0.328
4_1_cts	0.282	0.477
5_1_grt	0.282	0.506
6_report	0.282	0.470
==> final timing paths <==
check | end | depth (start not counted) | from
worst min register to register | outData[12]$_DFFE_PP0P_ | 2 | outData[12]$_DFFE_PP0P_
worst min-delay path | outData[12]$_DFFE_PP0P_ | 2 | outData[12]$_DFFE_PP0P_
min in group asynchronous | outData[2]$_DFFE_PP0P_ | 2 | rst
worst max-delay path | outData[11]$_DFFE_PP0P_ | 4 | loadEn
max in group asynchronous | outData[5]$_DFFE_PP0P_ | 2 | rst
worst max register to register | outData[12]$_DFFE_PP0P_ | 4 | outData[0]$_DFFE_PP0P_
==> layout by cell type (no fill, tap or decap), types with 3 or more instances in the layout <==
cell / Yosys / final
clkdlybuf4s50_1: 0 / 29
dfrtp_1: 13 / 13
nand2_1: 11 / 11
nand3_1: 7 / 7
or4_1: 6 / 6
o21ai_0: 6 / 6
o211ai_1: 4 / 4
a31oi_1: 4 / 4
nor2_1: 3 / 3
clkbuf_8: 0 / 3
==> worst min-delay path, cell delays in order (launching register included) <==
cell     delay, ns
dfrtp_1       0.39
o31ai_1       0.08
a31oi_1       0.08
==> per-layer routing <==
metal	wire length (um)	global-route usage	share of wire
met1	985	0.0847	0.44
met2	966	0.0859	0.43
met3	271	0.0372	0.12
met4	12	0.00599	0.0054
met5	0	0	0
==> final cells by class <==
class                           instances  area, um^2
Fill cell                             434        2960
Clock buffer                            4        45.0
Sequential cell                        13         325
Multi-Input combinational cell         64         428
Tap cell                               50        62.6
Timing Repair Buffer                   29         290
Inverter                                2        7.51
==> cells by family (layout without fill, tap and decap cells) <==
family / count (synthesis) / after routing / share of synthesized area
flip-flops: 13 / 13 / 0.411
adder cells (fa/ha/maj): 1 / 1 / 0.0158
AND/OR/NAND/NOR: 40 / 40 / 0.316
buffers and inverters: 7 / 35 / 0.0475
XOR/XNOR: 4 / 4 / 0.0443
multiplexers: 2 / 2 / 0.0269
AND-OR/OR-AND: 17 / 17 / 0.138
Power and IR drop assume default switching activity.
